$ cat flow/run.sh
#!/bin/bash
# OpenROAD 26Q1-2900-gdf79404cd8, Yosys 0.63+post, stock flow scripts
make -C /OpenROAD-flow-scripts/flow DESIGN_CONFIG=/design/flow/config.mk WORK_HOME=/design/flow/orfs finish
$ cat flow/config.mk
export PLATFORM = sky130hd
export DESIGN_NAME = ALU32bit
export DESIGN_NICKNAME = ALU32bit
export VERILOG_FILES = /design/flow/design.v
export SDC_FILE = /design/flow/constraint.sdc
export NUM_CORES = 4
export LEC_CHECK = 1
export CORE_UTILIZATION = 40
$ cat flow/constraint.sdc
current_design ALU32bit

set clk_period 39.4
set clk_io_pct 0.2

create_clock -name clk0 -period $clk_period

set non_clock_inputs [all_inputs -no_clocks]
set_input_delay [expr $clk_period * $clk_io_pct] -clock clk0 $non_clock_inputs
set_output_delay [expr $clk_period * $clk_io_pct] -clock clk0 [all_outputs]
$ cat flow/design.v
module ALU32bit(A,B,Op,Result);
	input [31:0] A,B;
	input [2:0] Op;
	output [31:0] Result;
	wire C0,C1;
	wire [31:0] R0,R1,R2,R3,R4,R5,R6,R7;
	_32bit_adder g0(A,B,0,R0,C);
	_32bit_xor g1(A,B,R1);
	_32bit_sub g2(A,B,0,R2,C1);
	_32bit_slt g3(A,B,R4);
	_32bit_nor g4(A,B,R5);
	_32bit_and g5(A,B,R6);
	_32bit_or g6(A,B,R7);
	mux8x1 g7(R0,R1,R2,R3,R4,R5,R6,R7,Op,Result);
endmodule
module _32bit_adder (A,B,Cin,Sum,Cout);
	input [31:0] A,B;
	input Cin;
	output Cout;
	output [31:0] Sum;
	wire C1,C2,C3;
	_8bit_adder F0(A[7:0],B[7:0],Cin,Sum[7:0],C1),
					F1(A[15:8],B[15:8],C1,Sum[15:8],C2),
					F2(A[23:16],B[23:16],C2,Sum[23:16],C3),
					F3(A[31:24],B[31:24],C3,Sum[31:24],Cout);
endmodule
module _32bit_and(A,B,F);
	input [31:0] A,B;
	output [31:0] F;
	and g31(F[31],A[31],B[31]);
	and g30(F[30],A[30],B[30]);
	and g29(F[29],A[29],B[29]);	
	and g28(F[28],A[28],B[28]);
	and g27(F[27],A[27],B[27]);
	and g26(F[26],A[26],B[26]);
	and g25(F[25],A[25],B[25]);	
	and g24(F[24],A[24],B[24]);
	and g23(F[23],A[23],B[23]);
	and g22(F[22],A[22],B[22]);
	and g21(F[21],A[21],B[21]);	
	and g20(F[20],A[20],B[20]);
	and g19(F[19],A[19],B[19]);
	and g18(F[18],A[18],B[18]);
	and g17(F[17],A[17],B[17]);	
	and g16(F[16],A[16],B[16]);
	and g15(F[15],A[15],B[15]);
	and g14(F[14],A[14],B[14]);
	and g13(F[13],A[13],B[13]);	
	and g12(F[12],A[12],B[12]);
	and g11(F[11],A[11],B[11]);
	and g10(F[10],A[10],B[10]);
	and g9(F[9],A[9],B[9]);	
	and g8(F[8],A[8],B[8]);
	and g7(F[7],A[7],B[7]);
	and g6(F[6],A[6],B[6]);
	and g5(F[5],A[5],B[5]);	
	and g4(F[4],A[4],B[4]);
	and g3(F[3],A[3],B[3]);
	and g2(F[2],A[2],B[2]);
	and g1(F[1],A[1],B[1]);	
	and g0(F[0],A[0],B[0]);
endmodule
module _32bit_nor(A,B,F);
	input [31:0] A,B;
	output [31:0] F;
	nor g31(F[31],A[31],B[31]);
	nor g30(F[30],A[30],B[30]);
	nor g29(F[29],A[29],B[29]);	
	nor g28(F[28],A[28],B[28]);
	nor g27(F[27],A[27],B[27]);
	nor g26(F[26],A[26],B[26]);
	nor g25(F[25],A[25],B[25]);	
	nor g24(F[24],A[24],B[24]);
	nor g23(F[23],A[23],B[23]);
	nor g22(F[22],A[22],B[22]);
	nor g21(F[21],A[21],B[21]);	
	nor g20(F[20],A[20],B[20]);
	nor g19(F[19],A[19],B[19]);
	nor g18(F[18],A[18],B[18]);
	nor g17(F[17],A[17],B[17]);	
	nor g16(F[16],A[16],B[16]);
	nor g15(F[15],A[15],B[15]);
	nor g14(F[14],A[14],B[14]);
	nor g13(F[13],A[13],B[13]);	
	nor g12(F[12],A[12],B[12]);
	nor g11(F[11],A[11],B[11]);
	nor g10(F[10],A[10],B[10]);
	nor g9(F[9],A[9],B[9]);	
	nor g8(F[8],A[8],B[8]);
	nor g7(F[7],A[7],B[7]);
	nor g6(F[6],A[6],B[6]);
	nor g5(F[5],A[5],B[5]);	
	nor g4(F[4],A[4],B[4]);
	nor g3(F[3],A[3],B[3]);
	nor g2(F[2],A[2],B[2]);
	nor g1(F[1],A[1],B[1]);	
	nor g0(F[0],A[0],B[0]);
endmodule 
module _32bit_or(A,B,F);
	input [31:0] A,B;
	output [31:0] F;
	or g31(F[31],A[31],B[31]);
	or g30(F[30],A[30],B[30]);
	or g29(F[29],A[29],B[29]);	
	or g28(F[28],A[28],B[28]);
	or g27(F[27],A[27],B[27]);
	or g26(F[26],A[26],B[26]);
	or g25(F[25],A[25],B[25]);	
	or g24(F[24],A[24],B[24]);
	or g23(F[23],A[23],B[23]);
	or g22(F[22],A[22],B[22]);
	or g21(F[21],A[21],B[21]);	
	or g20(F[20],A[20],B[20]);
	or g19(F[19],A[19],B[19]);
	or g18(F[18],A[18],B[18]);
	or g17(F[17],A[17],B[17]);	
	or g16(F[16],A[16],B[16]);
	or g15(F[15],A[15],B[15]);
	or g14(F[14],A[14],B[14]);
	or g13(F[13],A[13],B[13]);	
	or g12(F[12],A[12],B[12]);
	or g11(F[11],A[11],B[11]);
	or g10(F[10],A[10],B[10]);
	or g9(F[9],A[9],B[9]);	
	or g8(F[8],A[8],B[8]);
	or g7(F[7],A[7],B[7]);
	or g6(F[6],A[6],B[6]);
	or g5(F[5],A[5],B[5]);	
	or g4(F[4],A[4],B[4]);
	or g3(F[3],A[3],B[3]);
	or g2(F[2],A[2],B[2]);
	or g1(F[1],A[1],B[1]);	
	or g0(F[0],A[0],B[0]);
endmodule 
module _32bit_slt(A, B, Result);
	input [31:0] A, B;
	output [31:0] Result;
	wire [31:0] w;
	wire cout,cout1;
	_32bit_sub f(A,B,0,w,cout);
	_32bit_adder f1(32'd0,{31'd0,w[31]},32'd0,Result,cout1);
endmodule
module _32bit_sub (A, B, Cin, Result, Cout);
	input [31:0] A, B;
	input Cin;
	output Cout;
	output [31:0] Result;
	wire [31:0] _xor;
	wire [31:0] _add;
	reg [31:0] one=32'b1111_1111_1111_1111_1111_1111_1111_1111;
	reg [31:0] _one=32'b0000_0000_0000_0000_0000_0000_0000_0001;
	wire  _carryOut;
	_32bit_xor g0(one, B, _xor[31:0]);
	_32bit_adder g1(_one, _xor, Cin, _add, _carryOut);
	_32bit_adder g2(A,  _add, Cin, Result, Cout);
endmodule 
module _32bit_xor(A,B,F);
	input [31:0] A,B;
	output [31:0] F;
	xor g31(F[31],A[31],B[31]);
	xor g30(F[30],A[30],B[30]);
	xor g29(F[29],A[29],B[29]);	
	xor g28(F[28],A[28],B[28]);
	xor g27(F[27],A[27],B[27]);
	xor g26(F[26],A[26],B[26]);
	xor g25(F[25],A[25],B[25]);	
	xor g24(F[24],A[24],B[24]);
	xor g23(F[23],A[23],B[23]);
	xor g22(F[22],A[22],B[22]);
	xor g21(F[21],A[21],B[21]);	
	xor g20(F[20],A[20],B[20]);
	xor g19(F[19],A[19],B[19]);
	xor g18(F[18],A[18],B[18]);
	xor g17(F[17],A[17],B[17]);	
	xor g16(F[16],A[16],B[16]);
	xor g15(F[15],A[15],B[15]);
	xor g14(F[14],A[14],B[14]);
	xor g13(F[13],A[13],B[13]);	
	xor g12(F[12],A[12],B[12]);
	xor g11(F[11],A[11],B[11]);
	xor g10(F[10],A[10],B[10]);
	xor g9(F[9],A[9],B[9]);	
	xor g8(F[8],A[8],B[8]);
	xor g7(F[7],A[7],B[7]);
	xor g6(F[6],A[6],B[6]);
	xor g5(F[5],A[5],B[5]);	
	xor g4(F[4],A[4],B[4]);
	xor g3(F[3],A[3],B[3]);
	xor g2(F[2],A[2],B[2]);
	xor g1(F[1],A[1],B[1]);	
	xor g0(F[0],A[0],B[0]);
endmodule 
module _4bit_adder (A,B,Cin,Sum,Cout);
	input [3:0] A,B;
	input Cin;
	output Cout;
	output [3:0] Sum;
	wire C1,C2,C3;  
	full_adder FA0(A[0], B[0], Cin, Sum[0], C1),
					FA1(A[1], B[1], C1, Sum[1], C2),
					FA2(A[2], B[2], C2, Sum[2], C3),
					FA3(A[3], B[3], C3, Sum[3], Cout);
endmodule
module _8bit_adder (A,B,Cin,Sum,Cout);
	input [7:0] A,B;
	input Cin;
	output Cout;
	output [7:0] Sum;
	wire C1;
	_4bit_adder A0(A[3:0],B[3:0],Cin,Sum[3:0],C1),
					A1(A[7:4],B[7:4],C1,Sum[7:4],Cout);
endmodule 
module full_adder(A, B, Cin, Sum, Cout);
	input A, B, Cin;
	output Sum, Cout;
	wire C, carryOut_1, carryOut_2;
	half_adder sum_1(A, B, C, carryOut_1);
	half_adder sum_2(C, Cin, Sum, carryOut_2);
	or totalCarryOut(Cout, carryOut_2, carryOut_1);
endmodule
module half_adder(A, B, Sum, Cout);
	input A, B;
	output Sum, Cout;
	xor totalSum(Sum, A, B);
	and totalCarry(Cout, A, B);
endmodule 
module mux2x1(D0,D1,S,F);
input [31:0] D0, D1;
input S;
output [31:0]F;
	wire [31:0]wAnd1;
	wire [31:0]wAnd2;
	wire sNot;
	not g0(sNot, S);
	and g1(wAnd1[0],sNot,D0[0]);
	and g2(wAnd1[1],sNot,D0[1]);
	and g3(wAnd1[2],sNot,D0[2]);
	and g4(wAnd1[3],sNot,D0[3]);
	and g5(wAnd1[4],sNot,D0[4]);
	and g6(wAnd1[5],sNot,D0[5]);
	and g7(wAnd1[6],sNot,D0[6]);
	and g8(wAnd1[7],sNot,D0[7]);
	and g9(wAnd1[8],sNot,D0[8]);
	and g10(wAnd1[9],sNot,D0[9]);
	and g11(wAnd1[10],sNot,D0[10]);
	and g12(wAnd1[11],sNot,D0[11]);
	and g13(wAnd1[12],sNot,D0[12]);
	and g14(wAnd1[13],sNot,D0[13]);
	and g15(wAnd1[14],sNot,D0[14]);
	and g16(wAnd1[15],sNot,D0[15]);
	and g17(wAnd1[16],sNot,D0[16]);
	and g18(wAnd1[17],sNot,D0[17]);
	and g19(wAnd1[18],sNot,D0[18]);
	and g20(wAnd1[19],sNot,D0[19]);
	and g21(wAnd1[20],sNot,D0[20]);
	and g22(wAnd1[21],sNot,D0[21]);
	and g23(wAnd1[22],sNot,D0[22]);
	and g24(wAnd1[23],sNot,D0[23]);
	and g25(wAnd1[24],sNot,D0[24]);
	and g26(wAnd1[25],sNot,D0[25]);
	and g27(wAnd1[26],sNot,D0[26]);
	and g28(wAnd1[27],sNot,D0[27]);
	and g29(wAnd1[28],sNot,D0[28]);
	and g30(wAnd1[29],sNot,D0[29]);
	and g31(wAnd1[30],sNot,D0[30]);
	and g32(wAnd1[31],sNot,D0[31]);
	and g01(wAnd2[0],S,D1[0]);
	and g02(wAnd2[1],S,D1[1]);
	and g03(wAnd2[2],S,D1[2]);
	and g04(wAnd2[3],S,D1[3]);
	and g05(wAnd2[4],S,D1[4]);
	and g06(wAnd2[5],S,D1[5]);
	and g07(wAnd2[6],S,D1[6]);
	and g08(wAnd2[7],S,D1[7]);
	and g09(wAnd2[8],S,D1[8]);
	and g010(wAnd2[9],S,D1[9]);
	and g011(wAnd2[10],S,D1[10]);
	and g012(wAnd2[11],S,D1[11]);
	and g013(wAnd2[12],S,D1[12]);
	and g014(wAnd2[13],S,D1[13]);
	and g015(wAnd2[14],S,D1[14]);
	and g016(wAnd2[15],S,D1[15]);
	and g017(wAnd2[16],S,D1[16]);
	and g018(wAnd2[17],S,D1[17]);
	and g019(wAnd2[18],S,D1[18]);
	and g020(wAnd2[19],S,D1[19]);
	and g021(wAnd2[20],S,D1[20]);
	and g022(wAnd2[21],S,D1[21]);
	and g023(wAnd2[22],S,D1[22]);
	and g024(wAnd2[23],S,D1[23]);
	and g025(wAnd2[24],S,D1[24]);
	and g026(wAnd2[25],S,D1[25]);
	and g027(wAnd2[26],S,D1[26]);
	and g028(wAnd2[27],S,D1[27]);
	and g029(wAnd2[28],S,D1[28]);
	and g030(wAnd2[29],S,D1[29]);
	and g031(wAnd2[30],S,D1[30]);
	and g032(wAnd2[31],S,D1[31]);
	_32bit_or g00(wAnd1, wAnd2, F);
endmodule
module mux4x1(D0,D1,D2,D3,S,F);
input [31:0] D0, D1, D2, D3;
input [1:0]S;
output [31:0]F;
	wire [31:0] wMux1;
	wire [31:0] wMux2;
	mux2x1 g0(D0,D1,S[0],wMux1);
	mux2x1 g1(D2,D3,S[0],wMux2);
	mux2x1 g2(wMux1,wMux2,S[1],F);
endmodule 
module mux8x1(D0,D1,D2,D3,D4,D5,D6,D7,S,F);
	input [31:0] D0,D1,D2,D3,D4,D5,D6,D7;
	input [2:0]S;
	output [31:0]F;
		wire [31:0] wMux1;
		wire [31:0] wMux2;
		mux4x1 g0(D0,D1,D2,D3,S[1:0],wMux1);
		mux4x1 g1(D4,D5,D6,D7,S[1:0],wMux2);
		mux2x1 g2(wMux1,wMux2,S[2],F);
endmodule 
==> impl_metrics.json <==
{
  "crit_path_top_delay_cell": "clkdlybuf4s50_1",
  "fillers": 962,
  "critical_path_class": "input port to output port",
  "antennaDiodeCount": 0,
  "antenna_found_initial": 0,
  "crit_path_max_fanout": 3,
  "drive_above_1_share_pct": 1.81,
  "port_buffers": 99,
  "fin_crit_ps": 30260,
  "via_count": 3465,
  "yosysUniqueCellTypes": 24,
  "rsz0062_at_grt": "false",
  "mostFrequentLayoutCell": "clkdlybuf4s50_1",
  "relSlewSlack_pct": 46.4,
  "fmax_mhz": 33.0,
  "place_congestion": 0.814,
  "ys_seq_share_pct": 0,
  "setup_viol": 0,
  "top_area_cell": "fa_1",
  "grt_use_total_pct": 18.3,
  "firstDrtPassIters": 5,
  "grt_max_degree": 84,
  "die_height_um": 106,
  "nClkBuffers": 0,
  "grt_first_pass_wirelength_mm": 16.3,
  "gr-total-overflow": 0,
  "critPathArrivalTime_ps": 22380,
  "drt-total-wl_mm": 9.25,
  "design.core.area_um2": 10400,
  "vdd_ir_drop_max_v": 0.00000730,
  "yosys_area_um2": 4320,
  "min_path_type": "input port to output port",
  "die_x_um": 106,
  "rows": 37,
  "seq_cells": 0,
  "final_util_pct": 51.3,
  "cap_violations": 0,
  "synth_area_per_cell_um2": 9.01,
  "initCoreUtil_pct": 41.5,
  "drtIter0Drc": 136,
  "detailed_place_hpwl_mm": 7.46,
  "ys_top_cells_by_area": "fa_1 28%, ha_1 27%, mux2i_1 10%",
  "top_area_share_pct": 27.8,
  "tns_ps": 0,
  "crit_path_end_kind": "output port",
  "grt_pass1_vias": 3532,
  "hold_slack_ps": 16720,
  "area_growth_pct": 23.8,
  "final_cell_mix": "96 x clkdlybuf4s50_1, 94 x ha_1, 79 x inv_1",
  "netlist_area_um2": 4320,
  "post_cts_buffers": 0,
  "finalClockPeriodUsage_pct": 76.8,
  "drt.antenna.violating_nets": 0,
  "maxSlewViolCount": 0,
  "crit_top_cell": "fa_1",
  "critPathMaxStageDelay_ps": 530,
  "drt-vias-per-instance": 5.02,
  "worst_pin_slew_ps": 804,
  "final_area_um2": 5340,
  "p_leak_nw": 2.56,
  "pin_count": 99,
  "cts-resized-gates": 0,
  "regArea_um2": 0,
  "drc": 0,
  "status": "completed",
  "placed_area_um2": 5340,
  "ys_warn_count": 37,
  "synth_cells": 479,
  "power.density_nw_per_um2": 11.4,
  "final_hold_viol_count": 0,
  "wl_per_cell_um": 13.4,
  "start_kind": "input port",
  "die-area_um2": 11200,
  "postCtsHoldBufs": 0,
  "yosysCellCount": 479,
  "tool_warnings": 64,
  "crit_required_ps": 31520
}
-- where the power goes --
group	leakage [nW]	internal, mW	switching [mW]
clock	0	0	0
sequential	0	0	0
combinational	2.56	0.0325	0.0282
-- worst max-delay path: cells and delay by family --
family | cells | cell delay [ps]
simple gates | 1 | 70
xor+xnor | 2 | 350
buf+inv | 3 | 1030
fa+ha+maj | 31 | 12580
mux | 1 | 470
-- logic make-up (layout without fill, tap and decap cells) --
family / Yosys count / after routing / synth area share [%]
buffers and inverters: 108 / 183 / 10.6
adders and majority gates: 154 / 154 / 55.1
and+or+nand+nor: 58 / 58 / 5.33
muxes: 46 / 46 / 11.0
xor gates and xnor gates: 4 / 4 / 0.812
AOI/OAI and AO/OA: 109 / 109 / 17.2
-- metal layers --
metal  wire length (um)  vias to the layer above  GRT usage, %
li1                   -                     1765             -
met1               4440                     1638          27.3
met2               4550                       62          31.8
met3                261                        0          1.25
met4                  0                        0             0
met5                  0                        -             0
-- layout make-up --
type                       instances  area, um2  share of cell area [%]
multi-input combinational        371       3860                    72.3
timing repair buffer             104       1020                    19.0
inverter                          79        297                    5.55
tap                              136        170                    3.18
-- path summary, 6_finish.rpt --
check | startpoint | to | slack (ps) | cells after the start
setup / recovery | B[1] | Result[31] | 9140 | 38
hold / removal | Op[0] | Result[24] | 16720 | 5
-- synth_stat cells (3+ instances only) --
cell type	number
a211oi_1	14
a21oi_1	15
a22oi_1	14
buf_2	10
buf_4	7
clkbuf_1	10
fa_1	60
ha_1	94
inv_1	79
mux2i_1	45
nand2_1	35
nor2_1	18
o211ai_1	32
o21a_1	16
o21ai_0	16
xnor2_1	3
-- per-stage QoR --
step | setup WS (ps) | std cells | power (mW)
floorplan | 10640 | 479 | 0.0348
global placement | 9120 | 690 | 0.0605
detailed placement | 9030 | 690 | 0.0616
CTS | 9010 | 690 | 0.0620
global route | 8600 | 690 | 0.0705
finish | 9140 | 690 | 0.0607
Power is estimated from default activity; no workload was simulated.
